<file path="/design/flow/run.sh">
#!/bin/bash
# OpenROAD 26Q1-2900-gdf79404cd8, Yosys 0.63+post, stock flow scripts
make -C /OpenROAD-flow-scripts/flow DESIGN_CONFIG=/design/flow/config.mk WORK_HOME=/design/flow/orfs finish
</file>
<file path="/design/flow/config.mk">
export PLATFORM = sky130hd
export DESIGN_NAME = Verilog1
export DESIGN_NICKNAME = Verilog1
export VERILOG_FILES = /design/flow/design.v
export SDC_FILE = /design/flow/constraint.sdc
export NUM_CORES = 4
export LEC_CHECK = 1
export CORE_AREA = 10 10 96 96
export DIE_AREA = 0 0 106 106
</file>
<file path="/design/flow/constraint.sdc">
current_design Verilog1

set clk_period 6.2
set clk_io_pct 0.2

create_clock -name clk0 -period $clk_period [get_ports {CLK}]

set non_clock_inputs [all_inputs -no_clocks]
set_input_delay [expr $clk_period * $clk_io_pct] -clock clk0 $non_clock_inputs
set_output_delay [expr $clk_period * $clk_io_pct] -clock clk0 [all_outputs]
</file>
<file path="/design/flow/design.v">
module Verilog1 (CLK, OUT);
input CLK;
output reg OUT;
reg [31:0] counter;
initial begin
 counter=0;
 OUT=0;
 end
always @(posedge CLK)begin
       counter=counter+1;
       if(counter>50000000)begin
          counter=0;
          OUT=~OUT;
       end
end
endmodule
</file>
==> results.py <==
# Synthesis and PnR figures
metrics = {
    "die": {
        "fp-row-count": 31,
        "dieHeight_um": 106,
        "core_mm2": 0.007214,
        "design.die.area_mm2": 0.01124,
        "ios": 2,
        "fp_util_pct": 27.47,
        "die_width_um": 106,
    },
    "sta": {
        "max_freq_ghz": 0.2871,
        "whs_ns": 0.4912,
        "tns_ns": 0,
        "min_period_ns": 3.483,
        "final.period_utilization_pct": 56.18,
        "fin_skew_ns": 0.007484,
        "tightest_slew_ns": 0.7937,
        "slew_headroom_pct": 46.68,
        "final_max_slew_viol_count": 0,
        "rsz0062_at_grt": "false",
        "finalSetupViolCount": 0,
        "hold_viol": 0,
    },
    "clock_network": {
        "clk_pin_slew_ns": 0.06,
        "post_cts_buffers": 0,
        "cts_buffers": 5,
        "cts-htree-levels": 2,
        "post_cts_resized": 0,
        "root_buffer": "clkbuf_8",
        "cts_sinks": 33,
        "ctsHoldBuffers": 0,
        "clock_path_buffers": 2,
        "clock_latency_ns": 0.29,
        "cts_tree": "done",
    },
    "flow_run": {
        "warning_count": 25,
        "cap_viol_max_count": 0,
    },
    "worst_setup_path": {
        "critPathMaxFanout": 19,
        "critPathLaunchType": "flop",
        "endpoint_kind": "flop",
        "critPathSlowestCell": "nor2_1",
        "critPathMostFrequentCell": "nand4_1",
        "path_class": "flop to flop",
        "rrSetupSlack_ns": 2.72,
        "arrival_ns": 3.40,
        "cp.required_ns": 6.12,
        "path_cells": "ha_1 > nand4_1 > nor2_1 > nand4_1 > xor2_1 > a2111oi_4 > nand4_2 > a21boi_4",
        "cp_slowest_stage_delay_ns": 0.56,
    },
    "placement": {
        "gp_congestion": 0.8818,
        "port_buffers": 1,
        "place_hpwl_um": 2912,
    },
    "pwr": {
        "p_per_area_mw_per_mm2": 181.1,
        "vdd_drop_max_mv": 0.06767,
        "leakage_nw": 0.6743,
    },
    "global_routing": {
        "grt-ovfl-total": 0,
        "grt_max_degree": 20,
        "gr-usage-all-layers_pct": 7.341,
        "antenna_found_initial": 0,
        "grt_pass1_vias": 1482,
        "grt_pass1_wl_um": 7051,
    },
    "route": {
        "drc": 0,
        "routedLengthMet1_um": 2108,
        "wire_per_inst_um": 12.10,
        "viasPerCell": 4.944,
        "vias": 1671,
        "drt.antenna.violating_nets": 0,
        "top_layer": "met4",
        "dr_wl_met2_um": 1711,
        "first_iter_violations": 104,
        "dr.pass1.iters": 4,
        "wl_um": 4090,
        "diodes": 0,
        "met3_wirelength_um": 173,
    },
    "yosys": {
        "yosysUniqueCellTypes": 52,
        "synthCells": 234,
        "syn_area_per_cell_um2": 8.470,
        "ys_area_mm2": 0.001982,
        "ys_ff": 33,
        "ys_seq_share_pct": 33.84,
        "ys_cells": 234,
        "ys_warn_count": 1,
        "syn_area_mm2": 0.001982,
    },
    "hold_path": {
        "min_path_type": "flop to flop",
    },
    "layout": {
        "drive_gt1_share_pct": 9.623,
        "fillCellCount": 777,
        "regArea_um2": 670.6,
        "comb_area_mm2": 0.001237,
        "area_delta_synth_final_pct": 9.280,
    },
    "run_status": {
        "outcome": "completed",
    },
}
-- path summary, 6_finish.rpt --
| kind | cells after the start | from | end |
|---|---|---|---|
| worst max-delay path | 8 | counter[0] | OUT |
| worst min-delay path | 1 | counter[0] | counter[0] |
| worst max register to register | 8 | counter[0] | OUT |
| worst min register to register | 1 | counter[0] | counter[0] |
-- cells in the mapped netlist (all sizes together) --
master / instances / area [um2]
dfxtp: 32 / 640.6
nor2: 28 / 120.1
nand2: 18 / 67.56
nand4: 17 / 127.6
xnor2: 17 / 148.9
nor3: 13 / 65.06
nand3: 12 / 60.06
xor2: 11 / 96.34
buf: 9 / 62.56
inv: 7 / 26.28
nor4: 7 / 58.81
a21oi: 6 / 30.03
and3: 6 / 37.54
o21ai: 5 / 25.02
nor2b: 4 / 25.02
or4: 4 / 33.78
a31oi: 3 / 18.77
and4: 3 / 26.28
or2: 3 / 18.77
or3: 3 / 18.77
a211o: 2 / 17.52
a21boi: 2 / 26.28
mux2i: 2 / 20.02
nand2b: 2 / 20.02
nand4b: 2 / 17.52
o31a: 2 / 17.52
o31ai: 2 / 20.02
a2111oi: 1 / 27.53
a211oi: 1 / 7.510
a311o: 1 / 10.01
a311oi: 1 / 8.760
and2: 1 / 6.260
clkbuf: 1 / 3.750
conb: 1 / 3.750
edfxtp: 1 / 30.03
ha: 1 / 12.51
nor3b: 1 / 7.510
o211ai: 1 / 7.510
o32a: 1 / 10.01
-- final cells by class --
type	instances	area share [%]
Multi-Input combinational cell	189	57.13
Clock buffer	8	4.159
Inverter	7	1.213
Timing Repair Buffer	2	0.8088
Sequential cell	33	30.96
Tap cell	99	5.719
-- metal layers --
| metal | global-route usage [%] | vias up |
|---|---|---|
| met5 | 0 | - |
| met4 | 1.934 | 0 |
| met3 | 1.223 | 9 |
| met2 | 10.56 | 42 |
| met1 | 11.12 | 767 |
| li1 | - | 853 |
-- kinds of logic (layout without fill, tap and decap cells) --
| group | after synthesis | count (layout) | synth area share [%] |
|---|---|---|---|
| AND/OR/NAND/NOR | 124 | 124 | 35.86 |
| flip-flops | 33 | 33 | 33.84 |
| AND-OR/OR-AND | 28 | 28 | 11.43 |
| XOR/XNOR | 28 | 28 | 12.37 |
| buffers and inverters | 17 | 17 | 4.672 |
| multiplexers | 2 | 2 | 1.010 |
| adder cells (fa/ha/maj) | 1 | 1 | 0.6312 |
| other | 1 | 6 | 0.1892 |
-- critical path: cells and delay by family (launching register included) --
| kind | cells | cell delay, ns |
|---|---|---|
| and+or+nand+nor | 4 | 1.21 |
| AOI/OAI and AO/OA | 2 | 1.01 |
| DFF | 1 | 0.41 |
| adders and majority gates | 1 | 0.27 |
| xor gates and xnor gates | 1 | 0.21 |
-- power breakdown --
part	switching (mW)	total (mW)	internal (mW)
Clock	0.0763	0.167	0.0905
Combinational	0.00269	0.00635	0.00366
Sequential	0.00242	0.219	0.217
Total	0.0814	0.392	0.311
-- cells in the final DEF, fill, tap and decap left out, drive strengths merged, types with 7 or more instances in the layout --
cell    count
nand2      18
dfxtp      32
nor2       28
xor2       11
xnor2      17
nand3      12
nand4      17
nor4        7
nor3       13
clkbuf      8
inv         7
-- stage by stage --
step                      instance area [um2]  instances  setup slack [ns]  total power, mW  utilization [%]
after global placement                   2076        330             2.792           0.2303            28.77
after CTS                                2166        338             2.724           0.3975            30.02
final                                    2166        338             2.717           0.3922            30.02
after floorplan                          2001        239             3.227           0.2269                -
after detailed placement                 2076        330             2.721           0.2303            28.77
after global routing                     2166        338             2.455           0.4090            30.02
-- registers in the layout, indices dropped and copies added (netlist names) --
signal	cells
OUT	1
counter	32
Power figures rest on the tool's default switching activity, not on a simulated workload.
